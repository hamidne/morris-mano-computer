## ./config.mk

```make
export PLATFORM = sky130hd
export DESIGN_NAME = D_FlipFlopRST16
export DESIGN_NICKNAME = D_FlipFlopRST16
export VERILOG_FILES = /design/flow/design.v
export SDC_FILE = /design/flow/constraint.sdc
export NUM_CORES = 4
export LEC_CHECK = 1
export CORE_AREA = 10 10 72 72
export DIE_AREA = 0 0 82 82
```

## ./constraint.sdc

```tcl
current_design D_FlipFlopRST16

set clk_period 1.1
set clk_io_pct 0.2

create_clock -name clk0 -period $clk_period [get_ports {CLK}]

set non_clock_inputs [all_inputs -no_clocks]
set_input_delay [expr $clk_period * $clk_io_pct] -clock clk0 $non_clock_inputs
set_output_delay [expr $clk_period * $clk_io_pct] -clock clk0 [all_outputs]
```

## ./design.v

```verilog
module D_FlipFlopRST16(Q, D, CLK, Enable, RESET);
	input [15:0] D;
	output reg [15:0] Q;
	input CLK, Enable, RESET;
	always @(posedge CLK or posedge RESET)
		begin
			if(RESET)
				Q <= 1'b0;
			else if(Enable)
				Q <= D;
		end
endmodule
```

## ./run.sh

```bash
#!/bin/bash
# OpenROAD 26Q1-2900-gdf79404cd8, Yosys 0.63+post, stock flow scripts
make -C /OpenROAD-flow-scripts/flow DESIGN_CONFIG=/design/flow/config.mk WORK_HOME=/design/flow/orfs finish
```

==> summary.txt <==
impl run done, here's what came out: Placed Instances 117, CP Capture Type primary output, max reg flops 16, Mapped Area 653.1 µm², Post-synth EDFFs 0, Final Instance Area 1196 µm², vias in the first global route 512, height of the die 82 µm, die area 6724 µm², Mapped Avg Cell Area 18.66 µm², Syn Inst Count 35, first-pass GRT wire length 2635 µm, Avg WL per Cell 12.89 µm, CTS clk-pin slew, worst paths 60 ps, Power Dens Cells 1259 nW/µm², Max VDD drop 688.6 µV, Post-synth top cells 16 x dfrtp_1, 10 x mux2_4, 6 x mux2_2, gr ovfl total 0, fin crit period 1042 ps, P&R area growth vs syn 83.14%, FP Core Util 17.71%, ys async rst share 100.0%, Slowest-stage cell, CP dfrtp_1, share of layout cells above drive strength 1 37.80%, IO Count 35, worst-path cell chain clkdlybuf4s15_1, router iterations before antenna repair 3, DRT iter0 DRCs 3, delay-heaviest family, CP flip-flops, yosys cell count 35, Netlist cell types 6, DRT antenna net count 0, critical-path maximum fanout 2, tool warnings 25, P_leak 0.5437 nW, fin crit share 94.68%, Hold WS 282.6 ps, Worst-Margin Slew 204.6 ps, via density per instance 3.400, RSZ-0062 raised after global routing no, crit path buf inv count 1, arrival time at the worst endpoint 820 ps, critical path class reg2out, CTS max path bufs 2, Power, Total 1.506 mW, IO Port Bufs 34, worst flop-to-flop path endpoint Q[12], die width 82 µm, top flop regs Q: 16 flops, status complete, no violations, yosys warns 1, Fmax 0.9601 GHz, flop-to-flop setup slack 110 ps, Global Route Usage Sum 5.217%, MaxCap Viol Count 0, Post-route DRC 0, area leader, netlist dfrtp_1, Late-Pin Clk Latency 240 ps, H-tree levels 1, Yosys chip area 653.1 µm², hpwl dp 1177 µm, top cells by area dfrtp_1 61%, mux2_4 23%, mux2_2 10%, buf_12 3.1%, buf_6 1.7%, Synth Register Bits 16, clk_skew 0 ps, Largest type area fraction 61.30%, startpoint types register, DP Area 1050 µm², placer congestion estimate 0.7446, top-count cell post-synth dfrtp_1, hold buffers post-CTS 0, TritonCTS clock tree built, Slew Viols, Final 0, row cnt 22, total negative slack 0 ps, worst min path class in2async, Seq share, synth 61.30%, TritonCTS Buffers 3, FF-to-FF Start Q[12], Critical Path Max Stage Delay 380 ps, antenna violations before repair 0, final hold viol count 0, slew margin rel. 86.36%, Setup-failing EPs final 0, R2R cell count 3, core area 3689 µm², Crit path required time 880 ps, largest reg by FF count Q, final cell count without fillers 130, ANT cells 0, main flop type dfrtp_1, Post-Route WL 1676 µm, CTS root buf clkbuf_8, pin count of the biggest net entering global routing 17, clock sink count 16, via count 442
[metrics by stage]
stage | setup slack, ps | utilization (%)
after floorplan | 218.4 | -
after global placement | -262.8 | 28.46
after detailed placement | -273.9 | 28.46
after CTS | 0.9971 | 30.97
after global routing | 14.94 | 32.43
final | 58.49 | 32.43
[cell usage in the layout (no fill, tap or decap)]
cell and n:
mux2_4 10, clkdlybuf4s50_1 17, mux2_2 6, dlygate4sd2_1 1, dfrtp_1 16, buf_4 9
clkbuf_8 4, bufbuf_16 1, buf_12 1, clkdlybuf4s15_1 16, inv_1 1
[worst max path at each step]
stage,start,slack [ps],to,depth (start not counted)
CTS,Q[8],1,Q[8],1
global route,Q[5],10,Q[5],1
finish,Q[4],60,Q[4],1
[power by group]
group | switching (mW) | internal, mW
Combinational | 0.0698 | 0.252
Clock | 0.189 | 0.317
Sequential | 0.0302 | 0.648
[per-layer routing]
metal | global-route usage, % | wire length (µm) | share of wire, %
met2 | 7.210 | 643 | 38
met4 | 0.1701 | 0 | 0
met3 | 4.295 | 334 | 20
met1 | 6.540 | 698 | 42
met5 | 0 | 0 | 0
[cell type report]
cell class,instances,area [µm²]
multi-input combinational,16,217.7
inverter,1,3.754
sequential,16,400.4
fill,379,2492
tap,48,60.06
clock buffer,4,55.05
timing repair buffer,45,459.2
[what timing repair did]
| action | CTS | global route |
|---|---|---|
| gates cloned | 1 | 0 |
| setup endpoints to repair | 22 | 13 |
| resized | 20 | 13 |
| hold endpoints to repair | 0 | 0 |
| setup buffers | 3 | 5 |
[kinds of logic after synthesis]
family / Yosys count / share of synthesized area (%)
buf+inv: 3 / 5.363
mux: 16 / 33.33
flops: 16 / 61.30
Power figures rest on the tool's default switching activity, not on a simulated workload.
